==> flow/run.sh <==
#!/bin/bash
# OpenROAD 26Q1-2900-gdf79404cd8, Yosys 0.63+post, stock flow scripts
make -C /OpenROAD-flow-scripts/flow DESIGN_CONFIG=/design/flow/config.mk WORK_HOME=/design/flow/orfs finish
==> flow/config.mk <==
export PLATFORM = sky130hd
export DESIGN_NAME = polMEM
export DESIGN_NICKNAME = polMEM
export VERILOG_FILES = /design/flow/design.v
export SDC_FILE = /design/flow/constraint.sdc
export NUM_CORES = 4
export LEC_CHECK = 1
export CORE_UTILIZATION = 50
==> flow/constraint.sdc <==
current_design polMEM

set clk_period 10.9
set clk_io_pct 0.2

create_clock -name clk0 -period $clk_period [get_ports {CLK}]

set non_clock_inputs [all_inputs -no_clocks]
set_input_delay [expr $clk_period * $clk_io_pct] -clock clk0 $non_clock_inputs
set_output_delay [expr $clk_period * $clk_io_pct] -clock clk0 [all_outputs]
==> flow/design.v <==
`timescale 1ns / 1ps
module lab4ROM (
	input [3:0] romAddr, 
	output reg[4:0] romOutput);
	reg[4:0] arr[0:15];
	initial begin
		arr[0] = 5'b00000;
		arr[1] = 5'b00001;
		arr[2] = 5'b00110;
		arr[3] = 5'b00111;
		arr[4] = 5'b01011;
		arr[5] = 5'b01100;
		arr[6] = 5'b01101;
		arr[7] = 5'b01110;
		arr[8] = 5'b11101;
		arr[9] = 5'b11110;
		arr[10] = 5'b11111;
		arr[11] = 5'b10000;
		arr[12] = 5'b10111;
		arr[13] = 5'b11000;
		arr[14] = 5'b11001;
		arr[15] = 5'b11010;
	end
	always @ (*) romOutput = arr[romAddr];
endmodule
module lab4RAM (
	input ramMode,  
	input [3:0] ramAddr, 
	input [4:0] ramInput,
	input ramOp,  
	input [1:0] ramArg,   
	input CLK, 
	output reg [8:0] ramOutput);
	integer i;
	reg[8:0] arr[0:15];
	integer sum;
	integer j;
	integer val;
	integer result;
	initial begin
		ramOutput = 0;
		arr[0] = 0;
		arr[1] = 0;
		arr[2] = 0;
		arr[3] = 0;
		arr[4] = 0;
		arr[5] = 0;
		arr[6] = 0;
		arr[7] = 0;
		arr[8] = 0;
		arr[9] = 0;
		arr[10] = 0;
		arr[11] = 0;
		arr[12] = 0;
		arr[13] = 0;
		arr[14] = 0;
		arr[15] = 0;
	end
	always @ (~ramMode) begin
		ramOutput = arr[ramAddr];
	end
	always @ (posedge CLK) begin
		sum = 0;
		if (ramMode == 1) begin
			if (ramArg == 2'b00) val = 1;
			else if (ramArg == 2'b01) val = 2;
			else if (ramArg == 2'b10) val = -1;
			else val = -2;
			if (ramOp == 0) begin  
				for (i = 0; i < 5; i = i + 1) begin
					result = 1;
					for (j = 0; j < i; j = j + 1) begin
						result = result * val;
					end
					if (ramInput[i] == 1) result = -result;
					else result = result;
					sum = sum + result;
				end
			end else begin  
				for (i = 0; i < 5; i = i + 1) begin
					result = 1;
					for (j = 0; j < i - 1; j = j + 1) begin
						result = result * val;
					end
					result = result * i;
					if (ramInput[i] == 1) result = -result;
					else result = result;
					sum = sum + result;
				end
			end
			if (sum < 0) begin
				sum = -sum;
				arr[ramAddr][7:0] = sum;
				arr[ramAddr][8] = 1;
			end else begin
				arr[ramAddr] = sum;
			end
		end
	end
endmodule
module polMEM(input mode, input [3:0] memAddr, input op, input [1:0] arg, input CLK, output wire [8:0] memOutput);
	wire [4:0]  romOutput;
	lab4ROM RO(memAddr, romOutput);
	lab4RAM RA(mode, memAddr, romOutput, op, arg, CLK, memOutput);
endmodule
==> run summary <==
Synthesis and place-and-route results.

- The highest clock rate this design can be run at is 0.109 GHz.
- The sequential power share is 0.288.
- The final period demand of the worst path is 9130 ps.
- The largest individual stage delay along the critical path comes from the cell clkdlybuf4s50_1.
- Buffers inserted during clock tree synthesis total 17.
- Setup repair after global routing left no endpoint under its margin.
- The leakage power figure is 5.43 nW.
- The count of buffers inserted at the top-level ports is 17.
- A synthesized cell averages 13.3 um^2.
- Logged for this run, the post-placement worst setup slack is 1280 ps.
- The finished layout reports a core utilization of 0.571.
- The total half-perimeter wirelength after legalization and detailed placement is 16900 um.
- The count of flip-flops with a built-in enable after synthesis is 144.
- The total power draw is 3.58 mW.
- In the routed netlist, the antenna diode instances number 0.
- The setup total negative slack is 0 ps.
- Summed over all nets, wire length on met3 after detailed routing comes to 2280 um.
- The number of warnings in the stage logs is 33.
- For this design the top-level I/O count stands at 18.
- The number of setup violations in the final report is 0.
- The OpenROAD report gives the critical path a data arrival time of 9210 ps.
- The power density normalized to cell area is 266 nW/um^2.
- The final layout contains routed wiring with a total length of 23700 um.
- The buffer type at the clock tree root is clkbuf_16.
- The library cell appearing most often on the critical path is ha_1.
- The required time at the worst-slack endpoint is 10980 ps.
- The number of stages on the worst hold path is 4.
- Before any placement, the netlist area is recorded as 12000 um^2.
- The initialized floorplan defines 56 standard-cell rows.
- The clock passes through at most 2 buffers.
- The detailed router put a total of 9260 um of wire on met1.
- The die is 157 um wide.
- The filler cells instantiated in the layout total 1954.
- The post-CTS setup-driven buffer insertion count is 0.
- Leaving out fill and tap cells, the most frequent cells in the layout are fa_1 (151), edfxtp_1 (144), inv_1 (118).
- TritonRoute output was used to compute an average wire per cell of 18.3 um.
- In the final report, the number of hold violations comes to 0.
- The die height is 157 um.
- The number of resized instances in the post-cts repair step is 0.
- The count of maximum capacitance violations is 0.
- The yosys synthesis warning count is 2.
- The fraction of final layout cells with drive strength greater than 1 is 0.135.
- The critical path is of the in2reg type.
- The final antenna-violating net count is 0.
- The register with the most flip-flops in the layout has 144 of them.
- Listed in order, past its start point the critical path passes clkdlybuf4s50_1, nor2_1, inv_1, ha_1, buf_4, nor3b_2, buf_4, and2_1, ha_1, ha_1, and2_1, fa_1, fa_1, fa_1, ha_1, a21oi_1, o21ai_0, a221oi_1, o31ai_1, or4b_2, mux2i_1, a21oi_2, a211o_1.
- The top flip-flop cell by instance count after synthesis is edfxtp_1.
- The number of cells reported by Yosys stat comes to 905.
- The total overflow left after global routing is 0.
- The number of hold buffers added after cts is 0.
- The combinational share of power is 0.551.
- The flow ran to the end, and the final reports show no timing, DRC or antenna violations.
- The core area is 23500 um^2.
- In the log, the iteration count for the first detailed-route pass is 4.
- In the synthesized netlist the async set-or-reset flop fraction comes to 0.
- The delay of the slowest cell on the worst path is 960 ps.
- The pin closest to its max-slew limit shows a slew of 761 ps.
- In the routed layout, each cell is associated on average with a via count of 5.31.
- Looking at the VDD voltage map, the peak drop is 204 uV.
- Per the timing report, the biggest fanout along the worst path comes to 16.
- Synthesis produced 905 cells.
- The class of the worst hold path is in2reg.
- The number of placed cells counting well taps is 1265.
- The max-slew check reports its worst relative slack as 0.491.
- Per the OpenROAD floorplan log, the area of the die is 24700 um^2.
- The switching power share of the total is 0.381.
- The highest metal layer carrying signal wires in the routed design is met4.
- Per Yosys stat, the portion of area used by sequential elements is 0.359.
- The CTS log lists the clock sinks for this run as 144.
- The final route contains 6882 vias.
- The placement summary gives the final routability congestion estimate as 0.864.
- Per the post-CTS timing run, clock transition at the registers of the reported paths is 60 ps.
- The area growth from synthesis to final layout is 11.6%.
- Of the available clock period, the critical path in the final layout requires 0.838.
- The clock share of power is 0.162.
- Counting only logic cells after layout, the most numerous master is fa_1.
- The number of distinct library cells after synthesis is 58.
- The global-route wire length before repair is 39100 um.
- The effective utilization at floorplan is 0.512.
- The level count of the clock H-tree is 4.
- The worst setup path is captured at a flip-flop.
- The initial antenna violation count came to 0.
- The maximum number of pins on one net before global-route repair is 47.
- The chip area from the yosys synthesis statistics is 12000 um^2.
- The detailed-route DRC error count is 0.
- The max-slew violation count is 0.
- The tally of non-filler cells in the final layout is 1295.
- The first routing iteration left 417 violations.
- The internal power of the cells totals 2.21 mW.
- TritonCTS built the clock tree.
- The met2 wire length is 12100 um.
- Total global-route track usage over all layers is 0.231.
- The number of synthesized register bits is 144.
- The switching component of the power is 1.36 mW.
- The post-route worst setup slack is 1770 ps.
- The startpoint type of the worst setup path is a primary input.
- The number of global-route vias before repair came to 7423.
-- cell families after synthesis --
| family | share of synthesized area |
|---|---|
| buffers and inverters | 0.0508 |
| DFF | 0.359 |
| adders and majority gates | 0.337 |
| and+or+nand+nor | 0.0562 |
| muxes | 0.0911 |
| AOI/OAI and AO/OA | 0.0693 |
| xor gates and xnor gates | 0.0359 |
| other | 0.000623 |
-- metrics by stage --
| step | instance area, um^2 | hold slack [ps] |
|---|---|---|
| floorplan | 12100 | 2610 |
| global placement | 12800 | 3040 |
| detailed placement | 12800 | 3050 |
| CTS | 13400 | 2630 |
| global route | 13400 | 2660 |
| finish | 13400 | 2620 |
-- synthesized netlist by cell type (all sizes together), types with 2 or more instances --
cell | number | area share
fa | 151 | 0.25
edfxtp | 144 | 0.36
inv | 119 | 0.037
ha | 83 | 0.086
nor2 | 56 | 0.017
a21oi | 50 | 0.021
mux4 | 45 | 0.084
nand2 | 38 | 0.012
xnor2 | 33 | 0.025
o21ai | 24 | 0.010
clkbuf | 22 | 0.0069
nor2b | 13 | 0.0074
xor2 | 13 | 0.0095
a21boi | 12 | 0.0075
buf | 12 | 0.0065
a211oi | 9 | 0.0060
nor3 | 9 | 0.0037
nand2b | 7 | 0.0036
o31ai | 7 | 0.0044
mux2i | 6 | 0.0060
a21o | 5 | 0.0031
and2 | 4 | 0.0021
and4 | 4 | 0.0029
o21a | 4 | 0.0025
nand3 | 3 | 0.0012
o211ai | 3 | 0.0019
a31oi | 2 | 0.0010
conb | 2 | 0.00062
nand4 | 2 | 0.0010
nor3b | 2 | 0.0017
o21bai | 2 | 0.0012
o41a | 2 | 0.0019
or2 | 2 | 0.0010
-- power groups by stage --
stage / logic [mW] / registers [mW] / clock network, mW
finish: 1.97 / 1.03 / 0.579
global route: 2.28 / 1.03 / 0.612
CTS: 2.01 / 1.03 / 0.589
-- layer usage --
layer	GRT usage	up-vias
met1	0.321	3395
met3	0.108	10
met5	0	-
li1	-	3247
met4	0.0134	0
met2	0.373	230
-- cell type report --
| type | instances | area, um^2 | share of cell area |
|---|---|---|---|
| clock buffer | 17 | 425 | 0.0316 |
| clock inverter | 13 | 171 | 0.0128 |
| inverter | 120 | 450 | 0.0335 |
| multi-input combinational | 624 | 7210 | 0.536 |
| sequential | 144 | 4320 | 0.322 |
| tap | 319 | 399 | 0.0297 |
| timing repair buffer | 58 | 463 | 0.0344 |
-- path summary, 6_finish.rpt --
kind / to / startpoint
max: RA.arr[0][8] / arg[1]
min: RA.arr[11][8] / memAddr[3]
-- worst max-delay path, delay by kind of cell --
kind            cells  cell delay [ps]
compound gates      6             1240
simple gates        5             1410
fa+ha+maj           7             2470
buf+inv             4             1630
mux                 1              270
Power and IR drop assume default switching activity.
