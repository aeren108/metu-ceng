[design/flow/design.v]
`timescale 1ns / 1ps
module lab4_2( 
              input wire      mode,
              input wire[2:0] opCode,
              input wire[3:0] value,
              input clk,
              input reset,
              output reg[9:0] result,
              output reg cacheFull,
              output reg invalidOp,
              output reg overflow);
		reg[9:0] p0;
		reg[9:0] p1;
		reg[5:0] i;
		reg[5:0] j;
		reg[5:0] size;
		reg[3:0] bits;
		reg[5:0] offset;
		reg[2:0] ops [0:31];
		reg[3:0] vals [0:31];
		initial begin
			result = 0;
			p0 = 0;
			p1 = 0;
			i = 0;
			size = 0;
			offset = 0;
			cacheFull = 0;
			bits = 0;
			for (j = 0; j < 32; j = j + 1) begin
				ops[j] = 0; vals[j] = 0;
			end
		end
		always @(posedge clk or posedge reset) begin
			if (reset == 1) begin
				for (j = 0; j < 32; j = j + 1) begin
					ops[j] = 0; vals[j] = 0; i=0; cacheFull = 0;
					size = 0; offset = 0; p0 = 0; p1 = 0; result = 0;
				end
			end else begin
				if (mode == 0) begin  
					overflow = 0;
					if (opCode == 3'b011 || opCode == 3'b111) begin
						invalidOp = 1;
					end else begin
						invalidOp = 0;
						if (size == 32) begin
							cacheFull = 1;
						end else begin
							ops[size] = opCode;
							vals[size] = value;
							size = size + 1;
						end
					end
				end else begin  
					invalidOp = 0;
					if (ops[i] == 3'b000) begin  
						result = p0 + vals[i];
						if (p0 + vals[i] >= 1024) overflow = 1;
						else overflow = 0;
					end else if (ops[i] == 3'b001) begin  
						result = p0 + p1 + vals[i];
						if (p0 + p1 + vals[i] >= 1024) overflow = 1;
						else overflow = 0;
					end else if (ops[i] == 3'b010) begin  
						result = p0 * p1 + vals[i];
						if (p0 * p1 + vals[i] >= 1024) overflow = 1;
						else overflow = 0;
					end else if (ops[i] == 3'b100) begin  
						bits = 0;
						for (j = 0; j < 10; j = j + 1) begin
							if (p0[j] == 1) bits = bits + 1;
						end
						result = bits;
						overflow = 0;
					end else if (ops[i] == 3'b101) begin  
						for (j = 0; j < 10; j = j + 1) begin
							result[j] = p0[9 - j];
						end
						overflow = 0;
					end else if (ops[i] == 3'b110) begin  
						offset = vals[i];
					end else begin  
					end
					if (ops[i] != 3'b110) begin 
						p1 = p0;
						p0 = result;
					end
					i = i + 1; 
					if (i == size) i = offset;
				end
			end
		end
endmodule
[design/flow/run.sh]
#!/bin/bash
# OpenROAD 26Q1-2900-gdf79404cd8, Yosys 0.63+post, stock flow scripts
make -C /OpenROAD-flow-scripts/flow DESIGN_CONFIG=/design/flow/config.mk WORK_HOME=/design/flow/orfs finish
[design/flow/config.mk]
export PLATFORM = sky130hd
export DESIGN_NAME = lab4_2
export DESIGN_NICKNAME = lab4_2
export VERILOG_FILES = /design/flow/design.v
export SDC_FILE = /design/flow/constraint.sdc
export NUM_CORES = 4
export LEC_CHECK = 1
export CORE_UTILIZATION = 50
[design/flow/constraint.sdc]
current_design lab4_2

set clk_period 8.6
set clk_io_pct 0.2

create_clock -name clk0 -period $clk_period [get_ports {clk}]

set non_clock_inputs [all_inputs -no_clocks]
set_input_delay [expr $clk_period * $clk_io_pct] -clock clk0 $non_clock_inputs
set_output_delay [expr $clk_period * $clk_io_pct] -clock clk0 [all_outputs]
==> deck_impl_summary.md <==
Implementation Results

Run status
  • Outcome: completed

Logic synthesis
  • Syn avg cell area: 10.3 um2
  • Synth Seq Share: 0.358
  • Ys flop type: dfrtp_1
  • Post-synth EDFFs: 2
  • Syn Inst Count: 1876
  • Synth async-reset ratio: 0.993
  • Synth top cells by count: 273 x dfrtp_1, 235 x mux2_2, 154 x inv_1
  • Unique cell types: 93
  • Leading area contributor after synthesis: dfrtp_1
  • Cell Area, Synth: 0.0193 mm2
  • # Cells Yosys: 1876
  • Yosys reg bits: 275
  • Yosys Warn Count: 3
  • Area share, top type: 0.355
  • Yosys stat area: 0.0193 mm2
  • Yosys top cell by instances: dfrtp_1
  • Largest cells by area: dfrtp_1 35%, mux2_2 14%, fa_1 7.6%

GRT
  • GR Overflow Total: 0
  • Total GRT Usage: 0.320
  • First-pass GRT wire length: 89100 um
  • Antenna violations before repair: 0
  • Largest net degree at the start of global routing: 135
  • Vias in the first global route: 14300

Setup path
  • Critical-path maximum fanout: 20
  • CP Class: reg -> reg
  • Worst setup SP type: flop
  • Most used cell, CP: ha_1
  • Worst path depth: 23
  • Buffers & Inverters on Critical Path: 4
  • Crit. End Element: flop
  • Crit-path slowest cell: o2111ai_2
  • Worst path required time: 8920 ps
  • Cell Chain, Critical Path: inv_1 -> ha_1 -> buf_4 -> and2_1 -> nor3_1 -> o2111ai_2 -> nor2_1 -> a31oi_1 -> ha_1 -> ha_1 -> inv_1 -> fa_1 -> inv_1 -> ha_1 -> a21o_1 -> a21oi_1 -> o21a_1 -> o311ai_0 -> a311oi_1 -> or3b_2 -> nand4_1 -> a2111oi_0 -> nor3_1
  • Reg2Reg Depth: 23
  • Top Family by Delay on Critical Path: AND-OR/OR-AND gates
  • CP Data Arrival Time: 6970 ps
  • Max incr delay on CP: 700 ps

Final layout
  • Layout cell share with drive strength beyond 1: 0.200
  • Final Util: 0.558
  • Combinational Area: 0.0113 mm2
  • Final instance area: 0.0211 mm2
  • Area Overhead vs Synth: 9.44%
  • FF/Latch Area: 0.00690 mm2
  • Fill count: 3235

Placement
  • Placed instance area: 0.0200 mm2
  • Pre-CTS setup slack: 2010 ps
  • Port buffer count: 22
  • GPL Wtd Cong: 0.947
  • DP Wirelength: 40600 um

Routing
  • Number of antenna repair diodes: 0
  • Via count: 14400
  • Initial DRC Count: 899
  • Routed len/inst: 24.0 um
  • Routed Antenna Nets: 0
  • Detailed Routing Iterations Pass 1: 7
  • Wirelength, routed: 57600 um
  • DRC violations left: 0
  • Vias per cell: 6.00

Min path
  • Worst Hold Class: reg -> reg
  • Hold-critical path depth: 1

Run
  • Log Warnings: 45
  • Max cap viols: 0

Clock tree
  • Clock tree buffer depth: 3
  • H-tree depth: 1
  • Post CTS Setup Buffer Count: 0
  • Post-CTS Hold Buffers: 0
  • CTS resizes: 0
  • Cell at the root of the clock tree: clkbuf_16
  • Clock sinks: 275
  • CTS clk-pin slew, worst paths: 70 ps
  • Num CTS Buffers: 31
  • TritonCTS clock tree: done
  • Clk ins delay skew pair: 600 ps

STA
  • Setup tns final: 0 ps
  • Post-route worst setup slack: 1950 ps
  • Least-Margin Pin Slew: 945 ps
  • Final setup viols: 0
  • Final min period: 6650 ps
  • Max_slew headroom: 0.354
  • RSZ-0062 raised after global routing: false
  • Fin. max-slew vios: 0
  • Fmax: 150 MHz
  • Clock skew: 27.3 ps
  • Final hold violation count: 0
  • Period utilization: 0.773

Die
  • Overall die height: 198 um
  • Core Region: 0.0378 mm2
  • Fp_density: 0.510
  • Die W: 198 um
  • Die area: 0.0393 mm2
  • FP Rows: 71
  • Ports: 23
layer usage:
layer	up-vias	track usage	share of wire
li1	6598	-	-
met1	7225	0.468	0.43
met2	435	0.509	0.48
met3	112	0.0531	0.054
met4	0	0.0947	0.038
met5	-	0	0
layout by cell type (no fill, tap or decap), types with 8 or more instances in the layout:
cell type          n
o22ai_1           11
a31oi_1           12
and3_1             8
mux2_2           235
o211ai_1          11
a221oi_1          13
a22o_1             9
a21oi_2            8
clkbuf_16         31
mux2_1             8
inv_1            153
nand2_1          151
a21o_1            20
o21ai_0           56
nor3_1            19
mux2i_1           31
xnor2_1           32
ha_1             113
a21oi_1           58
nand3b_1          12
nor2b_1           23
fa_1              73
nand4_1           11
nor3b_1            8
nand3_1           40
clkdlybuf4s50_1   22
nor2_1            82
nand2b_1          14
o21ai_1           12
buf_4             49
dfrtp_1          270
o32a_1             9
and2_1            55
a22oi_1           24
xor2_1            17
cells by family (layout without fill, tap and decap cells):
logic type               count (synthesis)  count (layout)  share of synthesized area
AND/OR/NAND/NOR                        455             455                      0.116
XOR/XNOR                                53              53                     0.0270
AND-OR/OR-AND                          352             352                      0.131
buffers and inverters                  279             288                     0.0580
adder cells (fa/ha/maj)                186             186                      0.149
flip-flops                             275             275                      0.358
multiplexers                           276             276                      0.160
final timing paths:
kind                            startpoint         to  slack [ps]
worst max-delay path                  i[0]   overflow        1950
min in group asynchronous            reset  result[7]        1520
max in group asynchronous            reset  ops[4][1]        6020
worst max register to register        i[0]   overflow        1950
worst min register to register   cacheFull  cacheFull         470
worst min-delay path             cacheFull  cacheFull         470
cell type report:
class	instances	share of cell area
inverter	158	0.0283
multi-input combinational	1322	0.534
tap	511	0.0303
sequential	275	0.327
clock inverter	18	0.00968
clock buffer	39	0.0406
timing repair buffer	73	0.0298
registers in the layout (all words and copies together), names as in the netlist:
| signal | flops |
|---|---|
| vals | 128 |
| p0 | 10 |
| cacheFull | 1 |
| i | 6 |
| ops | 96 |
| size | 6 |
| invalidOp | 1 |
| result | 10 |
| offset | 6 |
| overflow | 1 |
| p1 | 10 |
stage by stage:
stage | hold slack [ps] | instances
detailed placement | 472 | 2339
global route | 511 | 2396
floorplan | 417 | 1876
finish | 471 | 2396
CTS | 480 | 2396
global placement | 463 | 2339
