==> ./config.mk <==
export PLATFORM = sky130hd
export DESIGN_NAME = Board232
export DESIGN_NICKNAME = Board232
export VERILOG_FILES = /design/flow/design.v
export SDC_FILE = /design/flow/constraint.sdc
export NUM_CORES = 4
export LEC_CHECK = 1
export CORE_UTILIZATION = 40
==> ./constraint.sdc <==
current_design Board232

set clk_period 6.3
set clk_io_pct 0.2

create_clock -name clk0 -period $clk_period [get_ports {mclk}]

set non_clock_inputs [all_inputs -no_clocks]
set_input_delay [expr $clk_period * $clk_io_pct] -clock clk0 $non_clock_inputs
set_output_delay [expr $clk_period * $clk_io_pct] -clock clk0 [all_outputs]
==> ./design.v <==
`timescale 1ns / 1ps
module Board232 (
	input mclk,
	input [3:0] btn,
	input [7:0] sw,
	output [7:0] led,
	output reg [6:0] seg,
	output reg [3:0] an,
	output dp,
	output [2:1] OutBlue,
	output [2:0] OutGreen,
	output [2:0] OutRed,
	output HS,
	output VS
    );
	assign dp = 1'b1;
	initial begin
			seg[6:0] = 7'b0111111;
			an[3:0]  = 4'b1111;
	end
	reg [26:0] mclk_counter;
	initial mclk_counter<= 0;
	always @(posedge mclk) mclk_counter = mclk_counter+1;
	reg clk;
	initial clk = 1'b0;
	always@(btn[3] or mclk_counter[25] or btn[0]) 
	begin
		if(btn[3]) 
			clk = mclk_counter[25];
		else 
			clk = btn[0];
	end
	wire [5:0] numOfStuInDigital;
	wire [5:0] numOfStuInMera;
	reg [7:0] tmp_digit;
	lab3_2 HH (
			sw[7:3], 
			clk,
			sw[0], 
			sw[2:1], 
			numOfStuInMera,
			numOfStuInDigital,			
			led[7], 
			led[6], 
			led[5], 
			led[4], 
			led[3],  
			led[2], 
			led[1], 
			led[0]  
	);
	always @(mclk_counter[18:17])
	begin
		case (mclk_counter[18:17])
			2'b00:
				begin
					an = 4'b1110;
					if (numOfStuInDigital>=30)
						tmp_digit = numOfStuInDigital - 30;
					else if (numOfStuInDigital>=20) 
						tmp_digit = numOfStuInDigital - 20;
					else if (numOfStuInDigital>=10 && numOfStuInDigital<20)
						tmp_digit = numOfStuInDigital - 10;
					else
						tmp_digit = numOfStuInDigital;
				end
			2'b01:
				begin
					an = 4'b1101;
					if (numOfStuInDigital>=30)
						tmp_digit = 3;
					else if (numOfStuInDigital>=20)
						tmp_digit = 2;
					else if (numOfStuInDigital>=10 && numOfStuInDigital<20)
						tmp_digit = 1;
					else
						tmp_digit = 0;
				end
			2'b10:
				begin
					an = 4'b1011;
					if (numOfStuInMera==30)
						tmp_digit = numOfStuInMera - 30;
					else if (numOfStuInMera>=20)
						tmp_digit = numOfStuInMera - 20;
					else if (numOfStuInMera>=10 && numOfStuInMera<20)
						tmp_digit = numOfStuInMera - 10;
					else
						tmp_digit = numOfStuInMera;
				end
			default:
				begin
					an = 4'b0111;
					if (numOfStuInMera>=30)
						tmp_digit = 3;
					else if (numOfStuInMera>=20)
						tmp_digit = 2;
					else if (numOfStuInMera>=10 && numOfStuInMera<20)
						tmp_digit = 1;
					else
						tmp_digit = 0;
				end
		endcase
		case (tmp_digit)
			4'd0: seg <= ~7'h3F;
			4'd1: seg <= ~7'h06;
			4'd2: seg <= ~7'h5B;
			4'd3: seg <= ~7'h4F;
			4'd4: seg <= ~7'h66;
			4'd5: seg <= ~7'h6D;
			4'd6: seg <= ~7'h7D;
			4'd7: seg <= ~7'h07;
			4'd8: seg <= ~7'h7F;
			4'd9: seg <= ~7'h6F;
			4'd10: seg <= ~7'h77;
			4'd11: seg <= ~7'h7C;
			4'd12: seg <= ~7'h39;
			4'd13: seg <= ~7'h5E;
			4'd14: seg <= ~7'h79;
			4'd15: seg <= ~7'h71;
			default: seg <= ~7'b0000000;
		endcase
	end
	assign OutBlue = 0;
	assign OutGreen = 0;
	assign OutRed = 0;
	assign HS = 0;
	assign VS = 0;
endmodule
`timescale 1ns / 1ps 
module lab3_2(
			input[4:0] smartCode,
			input CLK, 
			input lab,  
			input [1:0] mode,  
			output reg [5:0] numOfStuInMera,
			output reg [5:0] numOfStuInDigital,
			output reg restrictionWarnMera, 
			output reg isFullMera,  
			output reg isEmptyMera,  
			output reg unlockMera,	 
			output reg restrictionWarnDigital, 
			output reg isFullDigital,  
			output reg isEmptyDigital,  
			output reg unlockDigital  
	);
	reg isEven = 1;
	reg isOdd = 1;
	initial begin
			numOfStuInMera=0;
			numOfStuInDigital=0;
			restrictionWarnMera=0;
			isFullMera=0;
			isEmptyMera=1'b1;
			unlockMera=0;		
			restrictionWarnDigital=0;
			isFullDigital=0;
			isEmptyDigital=1'b1;
			unlockDigital=0;
	end
	always@(posedge CLK)
	begin
		if (mode == 2'b01) begin  
			if (lab == 1'b1) begin  
				restrictionWarnDigital = 0;
				if (isFullMera) begin
					unlockMera = 0;
					restrictionWarnMera = 0;
				end
				else if (numOfStuInMera < 15) begin
					unlockMera = 1;
					numOfStuInMera = numOfStuInMera + 1;
					restrictionWarnMera = 0;
				end
				else begin
					isEven = 1;
					if (smartCode[0] == 1) isEven = ~isEven;
					if (smartCode[1] == 1) isEven = ~isEven;
					if (smartCode[2] == 1) isEven = ~isEven;
					if (smartCode[3] == 1) isEven = ~isEven;
					if (smartCode[4] == 1) isEven = ~isEven;
					if (isEven == 1) begin
						unlockMera = 1;
						numOfStuInMera = numOfStuInMera + 1;
					end
					else begin
						unlockMera = 0;
						restrictionWarnMera = 1;
					end
				end
				unlockDigital = 0;
				if (numOfStuInMera == 5'b11110) isFullMera = 1;
				if (numOfStuInMera != 5'b11110) isEmptyMera = 0;
			end			
			else begin  
				restrictionWarnMera = 0;
				if (isFullDigital) begin
					unlockDigital = 0;
					restrictionWarnDigital = 0;
				end
				else if (numOfStuInDigital < 15) begin
					unlockDigital = 1;
					numOfStuInDigital = numOfStuInDigital + 1;
					restrictionWarnDigital = 0;
				end
				else begin
					isOdd = 0;
					if (smartCode[0] == 1) isOdd = ~isOdd;
					if (smartCode[1] == 1) isOdd = ~isOdd;
					if (smartCode[2] == 1) isOdd = ~isOdd;
					if (smartCode[3] == 1) isOdd = ~isOdd;
					if (smartCode[4] == 1) isOdd = ~isOdd;
					if (isOdd == 1) begin
						unlockDigital = 1;
						numOfStuInDigital = numOfStuInDigital + 1;
						restrictionWarnDigital = 0;
					end
					else begin
						unlockDigital = 0;
						restrictionWarnDigital = 1;
					end
				end
				unlockMera = 0;
				if (numOfStuInDigital == 5'b11110) isFullDigital = 1;
				if (numOfStuInDigital != 5'b11110) isEmptyDigital = 0;
			end
		end
		else if (mode == 2'b00) begin  
			restrictionWarnDigital = 0;
			restrictionWarnMera = 0;
			if (lab == 1'b1) begin  
				unlockMera = 1;
				unlockDigital = 0;
				numOfStuInMera = numOfStuInMera - 1;
				if (numOfStuInMera != 5'b11110) isFullMera = 0;
				if (numOfStuInMera == 0) isEmptyMera = 1;
			end				
			else begin  
				unlockDigital = 1;
				unlockMera = 0;
				numOfStuInDigital = numOfStuInDigital - 1;
				if (numOfStuInDigital != 5'b11110) isFullDigital = 0;
				if (numOfStuInDigital == 0) isEmptyDigital = 1;
			end
		end
		else begin  
			unlockMera = 0;
			unlockDigital = 0;
			restrictionWarnDigital = 0;
			restrictionWarnMera = 0;
		end
	end
endmodule
==> ./run.sh <==
#!/bin/bash
# OpenROAD 26Q1-2900-gdf79404cd8, Yosys 0.63+post, stock flow scripts
make -C /OpenROAD-flow-scripts/flow DESIGN_CONFIG=/design/flow/config.mk WORK_HOME=/design/flow/orfs finish
==> metrics.cfg <==
[timing]
untimed_endpoints = 44
final_hold_viol_count = 0
worst_pin_slew_ps = 682.3
maxSlewViolCount = 0
fmax_mhz = 234.1
setup_violations = 0
rsz0062_at_grt = false
skew_ps = 6.116
period_minus_slack_ps = 4272
unclocked_regs = 20
relSlewSlack_pct = 54.51
tns_ps = 0
fin_crit_sh_pct = 67.81

[global_route]
antenna_found_initial = 0
grt_pass1_wl_um = 12500
grt_max_degree = 21
grt_pass1_vias = 2668
overflow = 0
grt_use_total_pct = 15.90

[synth]
async_reset_ff_share_pct = 0
synth_cells = 434
ys_sh_aoi_pct = 18.36
ys_warn_count = 2
ys_ff = 46
edf_count = 16
synth_cell_type_count = 65
logic_family = simple AND/OR/NAND/NOR gates
ys_cells = 434
synthFlopType = dfxtp_1
syn_area_per_cell_um2 = 8.433
ys_top_cells_by_area = dfxtp_1, edfxtp_1, ha_1
synthAdderAreaFrac_pct = 9.231
top_area_cell = dfxtp_1
synth_area_um2 = 3660
synth_seq_share_pct = 29.54
synth.cellmix.xorXnorShare_pct = 12.62
ys_area_um2 = 3660
synthMuxAreaShare_pct = 0.8547
post-synth-top-area-fraction_pct = 16.41
simple_gate_share_pct = 20.92

[placement]
post_dp_cell_area_um2 = 3899
placed_cells = 542
gp_congestion = 0.8387
place_hpwl_um = 5537
io_buffers = 29

[flow_run]
warning_count = 46
maxCapViolCount = 0

[die]
core_area_um2 = 8806
rows = 34
die-area_um2 = 9536
die_w_um = 97.65
fp_util_pct = 41.56
io_pins = 43
die_height_um = 97.65

[drt]
drt-wirelength-per-cell_um = 13.50
antenna_left = 0
drtPass1Iterations = 20
wl_um = 7372
via_count = 2919
drc_errors = 0
n_antenna_cell = 0
first_iter_violations = 156
viasPerCell = 5.346

[finish]
comb_area_um2 = 2310
post-route-cell-area_um2 = 3954
final_cell_mix = xnor2_1, nand2_1, nor2_1, dfxtp_1, clkdlybuf4s50_1
drive_above_1_share_pct = 3.196
finalNonFillerCells = 546
num-fill-cells = 852
syn2layout_area_growth_pct = 8.034
flop_area_um2 = 1081
layout_top_cell = xnor2_1

[worst_hold_path]
hp-class = reg -> reg
min_to = mclk_counter[0]
worstHoldPathCells = 1
min_from = mclk_counter[0]

[critical_path]
r2r_end = mclk_counter[25]
reg2reg_depth = 7
crit_path_max_fanout = 8
critical_path_class = reg -> out
rr_startpoint = mclk_counter[2]
worstSetupStartpointType = flop
cp-end-kind = output pin
crit_arrival_ps = 3010
ff2ff_setup_slack_ps = 4460
critPathRequiredTime_ps = 5040

[clock_tree]
post_cts_buffers = 0
cts_root_buffer = clkbuf_8
insertion_delay_ps = 260
cts_made_buffers = 3
htreeDepth = 1
clk_pin_slew_ps = 80
ctsResizeCount = 0
cts_hold_buf = 0
cts_tree = built
cts_max_path_buffers = 2

[power_and_ir_drop]
cellPowerDensity_nw_per_um2 = 98.22
p_leak_nw = 1.469
ir_drop_mv = 0.1621

[outcome]
status = completed

per-layer routing:
metal | GRT usage [%] | vias up | part of all wire [%] | wire (um)
met2 | 26.30 | 48 | 46 | 3404
met5 | 0 | - | 0 | 0
met3 | 1.171 | 2 | 2.6 | 193
li1 | - | 1528 | - | -
met4 | 0.4662 | 0 | 0.19 | 14
met1 | 24.63 | 1341 | 51 | 3759
sequential cells by signal, summed over array words and instances (netlist names):
register	flops
HH.isEmptyDigital	1
HH.isEmptyMera	1
HH.isFullDigital	1
HH.isFullMera	1
HH.numOfStuInDigital	6
HH.numOfStuInMera	6
HH.restrictionWarnDigital	1
HH.restrictionWarnMera	1
HH.unlockDigital	1
HH.unlockMera	1
mclk_counter	26
layout make-up:
| cell class | count | share of cell area, % |
|---|---|---|
| inverter | 22 | 2.089 |
| clock buffer | 4 | 1.392 |
| tap | 108 | 3.418 |
| timing repair buffer | 29 | 7.342 |
| multi-input combinational | 337 | 58.42 |
| sequential | 46 | 27.34 |
Yosys cell counts (all sizes together), types with 14 or more instances:
master / n
xnor2: 38
buf: 25
nor3: 14
nand2: 37
inv: 20
nand3: 18
a21oi: 20
ha: 27
dfxtp: 30
nor2: 33
edfxtp: 16
cell families (layout without fill, tap and decap cells):
group,after synthesis,in the layout
AND/OR/NAND/NOR,153,153
AND-OR/OR-AND,93,93
buffers and inverters,60,55
XOR/XNOR,50,50
flip-flops,46,46
adder cells (fa/ha/maj),27,27
multiplexers,3,3
other,2,11
report_power, final:
group	switching [mW]	internal (mW)
Clock	0.0465	0.0557
Sequential	0.00883	0.178
Combinational	0.0538	0.0456
Total	0.109	0.279
per-stage QoR:
| step | setup slack [ps] | power (mW) | hold WS, ps | utilization (%) |
|---|---|---|---|---|
| global route | 1854 | 0.4131 | 460.1 | 44.90 |
| CTS | 2055 | 0.3927 | 439.7 | 44.90 |
| detailed placement | 2357 | 0.2898 | 419.8 | 44.27 |
| global placement | 2375 | 0.2895 | 417.8 | 44.27 |
| finish | 2028 | 0.3883 | 438.6 | 44.90 |
| floorplan | 3034 | 0.2641 | 394.7 | - |
worst max-delay path by stage:
stage	start	to	slack, ps	cells past startpoint
after CTS	mclk_counter[18]	seg[3]	2050	9
after global routing	mclk_counter[18]	seg[3]	1850	9
final	mclk_counter[18]	seg[3]	2030	9
critical path, cell delays in order, from the launching register on:
cell and delay [ps]:
dfxtp_1 380, nor2_1 240, inv_1 130, o221ai_1 540
inv_1 190, ha_1 330, nor3_1 250, a211o_1 140
a21bo_1 110, clkdlybuf4s50_1 450
Power figures rest on the tool's default switching activity, not on a simulated workload.
